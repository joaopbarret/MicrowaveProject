## design/flow/design.v

```verilog
module Entrada_de_timer_e_controle(
    input wire [9:0] tecladoNum,
    input wire enable,
    input wire clock,
    output wire [3:0] d,
    output wire loadn,
    output wire pgt_1hz
);
    wire clr , mux_d0,mux_d1;
    decimaltobcd DTB(.key(tecladoNum),.enable(enable),.y(d),.loadn(clr));
    counter7 CNT7(.clk(clock),.clear(clr),.clk_out(mux_d0));
    clockdiv100 CD100(.clk(clock),.clk_out(mux_d1));
    mux2to1 mux(.selection(enable),.d0(mux_d0),.d1(mux_d1),.out(pgt_1hz));
    assign loadn = clr;
endmodule
`timescale 1ms/1ms
module clockdiv100 (clk, clk_out);
input clk;
output clk_out;
reg [24:0] r_reg;
wire [24:0] r_nxt;
reg clk_track;
initial begin
        r_reg <= 0;
	clk_track <= 1'b0;
end
always @(posedge clk)
begin
   if (r_nxt == 50)
 	   begin
	     r_reg <= 0;
	     clk_track <= ~clk_track;
	   end
  else 
      r_reg <= r_nxt;
end
 assign r_nxt = r_reg+1;   	      
 assign clk_out = clk_track;
endmodule
module counter7 (input clk,      
                  input clear,              
                  output reg clk_out);    
  reg [3:0]out;   
  initial begin
      clk_out <= 0;
      out <= 0;
  end
    always @ (posedge clk) begin  
        if(clear)begin  
            if (out == 3) begin 
                clk_out <= 1;
                out <= out + 1; 
            end
            else if (out == 7)  
                out <=7;
            else    
                out <= out + 1;
        end
        else  begin
            if(out==7)begin  
                out <= out + 1;
                clk_out <=0;
            end
        end
  end
endmodule  
module decimaltobcd(input [9:0] key,
                    input enable,
                    output reg [3:0] y,
                    output reg loadn);
    initial begin  
    loadn <=0;
    end
    always @ (key)
        begin
            if(!enable)begin
                loadn<=1;
            case(key)
                4'd0:y=4'b0000;
                4'd1:y=4'b0001;
                4'd2:y=4'b0010;
                4'd3:y=4'b0011;
                4'd4:y=4'b0100;
                4'd5:y=4'b0101;
                4'd6:y=4'b0110;
                4'd7:y=4'b0111;
                4'd8:y=4'b1000;
                4'd9:y=4'b1001;
                    default: begin
                        loadn<=0;
                    end
                endcase
            end
        end
endmodule
module mux2to1 (
    input wire selection,
    input wire d0,
    input wire d1,
    output reg out
);
    always @(selection or d0 or d1)
        begin
            if(selection)
                out = d1;
            else
                out = d0;
        end
endmodule
```

## design/flow/run.sh

```bash
#!/bin/bash
# OpenROAD 26Q1-2900-gdf79404cd8, Yosys 0.63+post, stock flow scripts
make -C /OpenROAD-flow-scripts/flow DESIGN_CONFIG=/design/flow/config.mk WORK_HOME=/design/flow/orfs finish
```

## design/flow/config.mk

```make
export PLATFORM = sky130hd
export DESIGN_NAME = Entrada_de_timer_e_controle
export DESIGN_NICKNAME = Entrada_de_timer_e_controle
export VERILOG_FILES = /design/flow/design.v
export SDC_FILE = /design/flow/constraint.sdc
export NUM_CORES = 4
export LEC_CHECK = 1
export CORE_AREA = 10 10 112 112
export DIE_AREA = 0 0 122 122
```

## design/flow/constraint.sdc

```tcl
current_design Entrada_de_timer_e_controle

set clk_period 7.4
set clk_io_pct 0.2

create_clock -name clk0 -period $clk_period [get_ports {clock}]

set non_clock_inputs [all_inputs -no_clocks]
set_input_delay [expr $clk_period * $clk_io_pct] -clock clk0 $non_clock_inputs
set_output_delay [expr $clk_period * $clk_io_pct] -clock clk0 [all_outputs]
```

==> summary.json <==
{
  "run_status": {"value": "finished, final reports clean"},
  "fp-row-count": {"value": 37},
  "detail-route-antenna-nets": {"value": 0},
  "setup_violation_total_in_the_final_timing_report": {"value": 0},
  "die_height": {"value": 122, "unit": "um"},
  "grt_antenna_before_repair": {"value": 0},
  "fp.coreArea": {"value": 10200, "unit": "um^2"},
  "synthesized_cell_area": {"value": 1810, "unit": "um^2"},
  "grt_use_total": {"value": 0.0458},
  "pin_count_of_the_biggest_net_entering_global_routing": {"value": 11},
  "timing_worst_setup_path_type": {"value": "in2out"},
  "yosys.cell_types.count": {"value": 47},
  "timing.clock.skew": {"value": 0.00523, "unit": "ns"},
  "critical_path_cell_by_cell": {"value": "clkdlybuf4s50_1 > mux2_2 > clkdlybuf4s50_1"},
  "edf_count": {"value": 6},
  "grt_first_pass_wirelength": {"value": 5840, "unit": "um"},
  "worstPathMaxFanout": {"value": 3},
  "clock_tree_root_buffer_cell": {"value": "clkbuf_8"},
  "synth-main-ff-cell": {"value": "dfxtp_1"},
  "share_of_the_cycle_needed_by_the_critical_path_after_routing": {"value": 0.568},
  "worst_setup_path_start_kind": {"value": "primary input"},
  "timing.hold.worst.class": {"value": "reg2reg"},
  "tritoncts_buffer_count": {"value": 5},
  "io_buffer_count": {"value": 17},
  "hold-worst-slack": {"value": 0.484, "unit": "ns"},
  "max_slew_margin": {"value": 0.678},
  "first_pass_iters": {"value": 6},
  "cts.repair_timing.setup_buffer_count": {"value": 0},
  "vias_per_cell": {"value": 4.03},
  "cp.required": {"value": 5.92, "unit": "ns"},
  "unclocked_pins": {"value": 5},
  "cellPowerDensity": {"value": 153, "unit": "nW/um^2"},
  "initCoreUtil": {"value": 0.176},
  "cts_resized": {"value": 0},
  "ys_chip_area": {"value": 1810, "unit": "um^2"},
  "cts_max_level": {"value": 2},
  "path_common_cell": {"value": "clkdlybuf4s50_1"},
  "cts.reportedPaths.clkPinSlew": {"value": 0.07, "unit": "ns"},
  "clock_path_buffers": {"value": 2},
  "dpl.hpwl": {"value": 2510, "unit": "um"},
  "cts_hold_buf": {"value": 0},
  "tritoncts": {"value": "yes"},
  "timing.final.hold_violations": {"value": 0},
  "worst-endpoint-arrival": {"value": 2.72, "unit": "ns"},
  "drt-initial-drc-count": {"value": 42},
  "synth_flops": {"value": 36},
  "chip_area": {"value": 14900, "unit": "um^2"},
  "post-route-drc-count": {"value": 0},
  "max-vdd-ir-drop": {"value": 0.0988, "unit": "mV"},
  "openroad_warnings": {"value": 26},
  "diodes": {"value": 0},
  "number_of_slew_limit_violations_in_the_final_report": {"value": 0},
  "drt-wirelength-per-cell": {"value": 9.81, "unit": "um"},
  "yosysCellCount": {"value": 193},
  "drt_wl_total": {"value": 3420, "unit": "um"},
  "finalWorstPathRequiredPeriod": {"value": 4.20, "unit": "ns"},
  "power.static_leakage": {"value": 0.769, "unit": "nW"},
  "cpMaxStageDelayCell": {"value": "clkdlybuf4s50_1"},
  "postSynthAreaPerCell": {"value": 9.35, "unit": "um^2"},
  "grt_setup_unrepaired": {"value": "false"},
  "gpl.final_weighted_congestion": {"value": 0.822},
  "synth-warning-count": {"value": 4},
  "number_of_unconstrained_endpoints": {"value": 11},
  "largest_register_ff_count": {"value": 25},
  "maximum_achievable_frequency": {"value": 0.238, "unit": "GHz"},
  "netlist_instances": {"value": 193},
  "slowest_delay": {"value": 0.50, "unit": "ns"},
  "critical_path.endpoint_type": {"value": "primary output"},
  "max_cap_viol_count": {"value": 0},
  "synthArstFlopShare": {"value": 0},
  "tightest_slew": {"value": 0.483, "unit": "ns"},
  "worst_skew_pair.late_latency": {"value": 0.28, "unit": "ns"},
  "grt_pass1_vias": {"value": 1283},
  "route.vias.total": {"value": 1404},
  "post_route_cells_drive_above_1_share": {"value": 0.0755},
  "top_ports": {"value": 18},
  "area_growth_syn_to_layout": {"value": 23.4, "unit": "%"},
  "setup_total_negative_slack": {"value": 0, "unit": "ns"},
  "globalRouteOverflowTotal": {"value": 0},
  "floorplan.die.width": {"value": 122, "unit": "um"}
}
layout by cell type, fill, tap and decap left out, drive strengths merged, types with 7 or more instances in the layout:
cell	count
nand3	8
xor2	11
a21oi	7
and3	8
xnor2	17
nand2	15
nand4	8
dfxtp	25
nor2	15
clkdlybuf4s50	17
kinds of logic after synthesis:
family | synth area share
and+or+nand+nor | 0.292
DFF | 0.377
xor gates and xnor gates | 0.136
AOI/OAI and AO/OA | 0.0998
buffers and inverters | 0.0270
latches | 0.0416
adders and majority gates | 0.0208
muxes | 0.00624
area by class of cell:
type | instances | area [um^2]
inverter | 6 | 22.5
tap | 136 | 170
sequential | 36 | 756
clock inverter | 3 | 38.8
multi-input combinational | 145 | 1000
timing repair buffer | 17 | 170
clock buffer | 5 | 68.8
fill | 1073 | 8000
synth_stat cells, drive strengths merged (2+ instances only):
cell | count | area share
a21oi | 7 | 0.019
a31o | 2 | 0.0097
a32o | 2 | 0.011
and2 | 3 | 0.010
and3 | 8 | 0.028
and4 | 5 | 0.024
buf | 2 | 0.0055
clkbuf | 4 | 0.0090
dfxtp | 25 | 0.28
dlxtn | 5 | 0.042
edfxtp | 6 | 0.10
ha | 3 | 0.021
inv | 6 | 0.012
nand2 | 15 | 0.031
nand2b | 2 | 0.0069
nand3 | 8 | 0.022
nand4 | 8 | 0.036
nor2 | 15 | 0.031
nor3 | 6 | 0.019
nor3b | 3 | 0.012
nor4 | 3 | 0.010
nor4b | 3 | 0.023
o21ai | 5 | 0.014
or3 | 3 | 0.013
xnor2 | 17 | 0.082
xor2 | 11 | 0.053
critical path, delay by kind of cell:
family / cells / cell delay (ns)
buffers and inverters: 2 / 0.91
muxes: 1 / 0.34
per-layer routing:
layer | part of all wire | track usage | up-vias
met5 | 0 | 0 | -
met4 | 0.023 | 0.00820 | 0
met3 | 0.072 | 0.0131 | 5
met2 | 0.39 | 0.0673 | 28
met1 | 0.51 | 0.0664 | 635
li1 | - | - | 736
final timing paths:
kind         slack (ns)               to             from  cells past startpoint
max                3.20          pgt_1hz           enable                      3
min                0.48  CD100.r_reg[14]  CD100.r_reg[14]                      1
max reg2reg        4.60  CD100.clk_track   CD100.r_reg[4]                      6
min reg2reg        0.48  CD100.r_reg[14]  CD100.r_reg[14]                      1
where the power goes:
part | switching, W | total [W] | internal [W]
Clock | 0.0000621 | 0.000161 | 0.0000984
Combinational | 0.00000184 | 0.00000803 | 0.00000619
Sequential | 0.000000183 | 0.000172 | 0.000172
metrics by stage:
stage / utilization / power, W / worst slack [ns] / instance area (um^2) / std cells
2_1_floorplan: - / 0.000177 / 4.16 / 1810 / 193
3_3_place_gp: 0.207 / 0.000184 / 3.20 / 2120 / 340
3_5_place_dp: 0.207 / 0.000184 / 3.19 / 2120 / 340
4_1_cts: 0.218 / 0.000346 / 3.19 / 2230 / 348
5_1_grt: 0.218 / 0.000352 / 3.14 / 2230 / 348
6_report: 0.218 / 0.000341 / 3.20 / 2230 / 348
Power and IR drop assume default switching activity.
