[flow/design.v]
module full_leds ( 
    input [3:0]sec_ones,
    input [3:0]sec_tens,
    input [3:0]mins,
    output [6:0]sec_ones_segs,
    output [6:0]sec_tens_segs,
    output [6:0]min_segs
);
BCDto7SEGMENT secs(.E(sec_ones[3:0]),.S(sec_ones_segs[6:0]));
BCDto7SEGMENT tens(.E(sec_tens[3:0]),.S(sec_tens_segs[6:0]));
BCDto7SEGMENT minutes(.E(mins[3:0]),.S(min_segs[6:0]));
endmodule
module BCDto7SEGMENT(input wire[3:0]E,
                output reg [6:0]S);
always @(*)
 begin
  case(E)
   4'b0000 : S=7'b0000001; 
   4'b0001 : S=7'b1001111;
   4'b0010 : S=7'b0010010;
   4'b0011 : S=7'b0000110;
   4'b0100 : S=7'b1001100;
   4'b0101 : S=7'b0100100;
   4'b0110 : S=7'b0100000;
   4'b0111 : S=7'b0001101;
   4'b1000 : S=7'b0000000;
   4'b1001 : S=7'b0000100; 
   default : S=7'b1111111;
  endcase
 end
endmodule
[flow/run.sh]
#!/bin/bash
# OpenROAD 26Q1-2900-gdf79404cd8, Yosys 0.63+post, stock flow scripts
make -C /OpenROAD-flow-scripts/flow DESIGN_CONFIG=/design/flow/config.mk WORK_HOME=/design/flow/orfs finish
[flow/config.mk]
export PLATFORM = sky130hd
export DESIGN_NAME = full_leds
export DESIGN_NICKNAME = full_leds
export VERILOG_FILES = /design/flow/design.v
export SDC_FILE = /design/flow/constraint.sdc
export NUM_CORES = 4
export LEC_CHECK = 1
export CORE_AREA = 10 10 70 70
export DIE_AREA = 0 0 80 80
[flow/constraint.sdc]
current_design full_leds

set clk_period 1.1
set clk_io_pct 0.2

create_clock -name clk0 -period $clk_period

set non_clock_inputs [all_inputs -no_clocks]
set_input_delay [expr $clk_period * $clk_io_pct] -clock clk0 $non_clock_inputs
set_output_delay [expr $clk_period * $clk_io_pct] -clock clk0 [all_outputs]
==> impl_metrics.csv <==
group,metric,value,unit
worst_setup_path,critPathArrivalTime,1.10,ns
yosys,synthSimpleGateAreaFrac,0.170,
yosys,synth_compound_gate_area_share,0.287,
cells_and_area,final_core_util,0.395,
worst_setup_path,start_kind,"input pin",
placed_design,buffer_ports.inserted,33,
timing,rsz0062_at_grt,"true",
worst_setup_path,cp_max_stage_delay,0.18,ns
grt,number_of_global_route_vias_before_repair,770,
routing,routed_via_density,4.27,
routing,antenna-diode-count,0,
hold_path,worstHoldStart,"sec_ones[2]",
cells_and_area,final_design_area_no_fill,1350,um^2
grt,grt_max_degree,12,
cts,post_cts_hold_buffer_count,0,
worst_setup_path,cpMaxStageDelayCell,"mux2i_2",
yosys,syn_area_per_cell,7.26,um^2
timing,final_min_period_over_clock_period,1.20,
power_and_ir_drop,vdd_ir_drop_max,0.000204,V
die,rows,21,
timing,maxClockFrequency,759,MHz
hold_path,hold-path-cell-count,3,
cells_and_area,final_layout_size_suffix_gt1_frac,0.693,
die,die.size.x,80,um
yosys,synth-cells-yosys,81,
grt,grt_pass1_wl,3480,um
worst_setup_path,timing.critical_path.to_type,"primary output",
die,pin_count,33,
yosys,synthXorXnorAreaFrac,0.0447,
worst_setup_path,timing.critical_path.fanout_max,2,
die,floorplan.core_util,0.172,
die,fp.dieH,80,um
placed_design,dp_hpwl,1520,um
timing,final_critical_path_setup_slack,-0.217,ns
cells_and_area,syn_to_final_growth,129,%
worst_setup_path,timing.setup.critical_path_class,"in -> out",
power_and_ir_drop,static_leakage,0.586,nW
timing,max-slew-margin-rel,0.865,
worst_setup_path,crit_required,0.88,ns
yosys,synth-seq-area-share,0,
hold_path,path_class_of_the_lowest_slack_min_delay_path,"in -> out",
flow_run,max_cap_viol_count,0,
yosys,synthCells,81,
routing,drt_pre_antenna_iters,4,
power_and_ir_drop,cellPowerDensity,359,nW/um^2
routing,post_drt_wl_per_cell,11.8,um
outcome,failed_checks,"negative setup slack",
yosys,synth-warning-count,1,
routing,wirelength,2170,um
placed_design,placed_cell_area,1070,um^2
hold_path,holdPathEnd,"sec_ones_segs[0]",
yosys,synthDistinctLibCells,15,
routing,detailroute.via_count,781,
timing,count_of_pins_over_their_slew_limit,0,
cells_and_area,n_clock_buffer,0,
timing,worst_slew_pin_slew,0.198,ns
timing,hold_viol,0,
die,fp.dieArea,6400,um^2
worst_setup_path,cp.buffers_inverters,5,
routing,drcViolationCount,0,
outcome,status,"finished, violations left",
placed_design,finalWeightedCongestion,0.818,
flow_run,openroad.warnings,46,
yosys,synth.logic.top_family,"adder cells",
yosys,adder_share,0.319,
cells_and_area,layout_top_cells_excl_fill_tap,"buf_2 (24), buf_4 (12), buf_6 (12)",
timing,time_the_final_worst_path_needs_with_i_o_delays_and_setup,1.32,ns
worst_setup_path,critPathTopFamily,"buffers and inverters",
die,floorplan.core_area,3420,um^2
yosys,syn-cell-area,588,um^2
grt,grt_remaining_overflow,0,
worst_setup_path,worstPathCellList,"buf_8 > inv_6 > buf_6 > ha_4 > mux2i_2 > buf_4 > a22oi_2 > buf_2",
timing,timing.final.setup_violations,18,
grt,groute.usage.overall,0.0619,
timing,hold-worst-slack,0.804,ns
routing,detail-route-antenna-nets,0,
routing,detail_route.iter0.violations,28,
cells_and_area,layout_top_cell,"buf_2",
yosys,synth_chip_area,588,um^2
grt,number_of_antenna_violations_at_the_first_check_in_global_routing,0,
cells_and_area,ff_count,0,
cells_and_area,layout.area.seq,0,um^2
timing,final.setup.tns,-1.82,ns
yosys,muxShareOfSynthArea,0.0511,
cells_and_area,fill_cells,325,
## cells by family (layout without fill, tap and decap cells)
logic type | Yosys count | count (layout)
xor gates and xnor gates | 3 | 3
muxes | 3 | 3
buffers and inverters | 15 | 71
adders and majority gates | 15 | 15
and+or+nand+nor | 18 | 18
AOI/OAI and AO/OA | 27 | 27
## synth_stat cells (all sizes together)
library cell   n  area [um^2]
buf            3         30.0
a32oi          3         26.3
o31ai          3         22.5
nor2           6         22.5
ha            15          188
xor2           3         26.3
a22oi          6         45.0
nand2b         7         43.8
nor2b          3         18.8
mux2i          3         30.0
a21oi          3         15.0
or2b           2         15.0
o21ai         12         60.1
inv           12         45.0
## routing by layer
metal | global-route usage | vias up | wire [um]
li1 | - | 393 | -
met1 | 0.0818 | 364 | 918
met2 | 0.102 | 24 | 1040
met3 | 0.0193 | 0 | 211
met4 | 0 | 0 | 0
met5 | 0 | - | 0
## stage by stage
step                power [mW]  std cells  worst slack, ns
global route             0.534        183           -0.283
detailed placement       0.392        174           -0.993
floorplan                0.128         81           0.0780
finish                   0.484        183           -0.217
global placement         0.389        174           -0.988
CTS                      0.443        181           -0.198
## area by class of cell
type / instances / area (um^2) / share of cell area
inverters: 12 / 65.1 / 0.0483
repair buffers: 59 / 489 / 0.363
multi-input cells: 66 / 736 / 0.546
well taps: 46 / 57.6 / 0.0427
## power breakdown
part / internal [mW] / switching, mW / total, mW
Combinational: 0.278 / 0.206 / 0.484
Clock: 0 / 0 / 0
Sequential: 0 / 0 / 0
Total: 0.278 / 0.206 / 0.484
## timing repair
item,CTS,global route
pin swaps,25,15
setup buffers,7,2
endpoints found under the setup margin,21,19
gates resized,188,16
## worst max path at each step
stage | to | cells past startpoint | slack (ns) | from
4_1_cts | sec_ones_segs[2] | 7 | -0.20 | sec_ones[0]
5_1_grt | sec_ones_segs[2] | 7 | -0.28 | sec_ones[0]
6_report | min_segs[6] | 8 | -0.22 | mins[1]
No activity file was given, so power comes from the tool's default toggle rates.
